<file path="config.mk">
export PLATFORM = sky130hd
export DESIGN_NAME = hw_wrapper
export DESIGN_NICKNAME = hw_wrapper
export VERILOG_FILES = /design/flow/design.v
export SDC_FILE = /design/flow/constraint.sdc
export NUM_CORES = 4
export LEC_CHECK = 1
export CORE_UTILIZATION = 30
</file>
<file path="constraint.sdc">
current_design hw_wrapper

set clk_period 6.2
set clk_io_pct 0.2

create_clock -name clk0 -period $clk_period [get_ports {sysclk}]

set non_clock_inputs [all_inputs -no_clocks]
set_input_delay [expr $clk_period * $clk_io_pct] -clock clk0 $non_clock_inputs
set_output_delay [expr $clk_period * $clk_io_pct] -clock clk0 [all_outputs]
</file>
<file path="design.v">
module hw_wrapper(
    input sysclk,
    input [1:0] sw,
    input [3:0] btn,
    input uart_rx,
    output uart_tx,
    output [3:0] led);
    uart_top #(.CLKS_PER_BIT(125000000/115200))
    uart_top_inst (
              .clk(sysclk),
              .rst(btn[0]),
              .rx_phy(uart_rx),
              .rx_busy(led[0]),
              .tx_busy(led[1]),
              .tx_phy(uart_tx));
endmodule
module uart_rx
  #(parameter CLKS_PER_BIT = 2) (
    input wire clk,
    input wire rst,
    input wire i_rx_data,
    output reg o_rx_valid = 0,
    output reg o_rx_busy = 0,
    output reg [7:0] o_rx_data = 1
  );
  localparam CNT_BITS = $clog2(CLKS_PER_BIT+1);
  typedef enum {IDLE, RX_ALIGN, RX_DATA, RX_STOP} state_t;
  state_t state = IDLE;
  reg [CNT_BITS-1:0] clk_cnt = 0;
  reg unsigned [2:0] rx_cnt = 0;
  reg [7:0] rx_data_reg = 0;
  reg rx_d1 = 1;
  reg rx_d2 = 1;
  always_ff @(posedge clk) begin
    if(rst) begin
      {rx_d2, rx_d1} <= 2'b11;
    end else begin
      {rx_d2, rx_d1} <= {rx_d1, i_rx_data};
    end
  end
  always @(*) begin
    case(state)
      default : begin
        o_rx_busy = 0;
        o_rx_valid = 0;
        o_rx_data = 0;
      end
      RX_ALIGN : begin
        o_rx_busy = 1;
        o_rx_valid = 0;
        o_rx_data = 0;
      end
      RX_DATA : begin
        o_rx_busy = 1;
        o_rx_valid = 0;
        o_rx_data = 0;
      end
      RX_STOP : begin
        o_rx_busy = 0;
        if(clk_cnt == 0) begin
          o_rx_valid = 1;
          o_rx_data = rx_data_reg;
        end else begin
          o_rx_valid = 0;
          o_rx_data = 0;
        end
      end
    endcase
  end
  always_ff @(posedge clk) begin
    if(rst) begin
      state <= IDLE;
    end else begin
      case(state)
        default : begin
          state <= IDLE;
          if(rx_d2 == 0) begin
            state <= RX_ALIGN;
            clk_cnt <= CNT_BITS'(CLKS_PER_BIT/2-1);
            rx_cnt <= 0;
          end
        end
        RX_ALIGN : begin
          if(clk_cnt == 0) begin
            clk_cnt <= CNT_BITS'(CLKS_PER_BIT-1);
            state <= RX_DATA;
          end else begin
            clk_cnt <= clk_cnt - 1;
          end
        end
        RX_DATA : begin
          if(clk_cnt == 0) begin
            clk_cnt <= CNT_BITS'(CLKS_PER_BIT-1);
            rx_data_reg[rx_cnt] <= rx_d2;
            if(rx_cnt == 7) begin
              state <= RX_STOP;
            end else begin
              rx_cnt <= rx_cnt + 1;
              state <= RX_DATA;
            end
          end else begin
            clk_cnt <= clk_cnt - 1;
          end
        end
        RX_STOP : begin
          if(clk_cnt == 0) begin
            state <= IDLE;
          end else begin
            clk_cnt <= clk_cnt - 1;
          end
        end
      endcase
    end
  end
endmodule
module uart_top
  #(parameter CLKS_PER_BIT = 2) ( 
    input clk,
    input rst,
    input rx_phy,
    output rx_busy,
    output tx_busy,
    output tx_phy
  );
  localparam integer CNT_MAX = 'd17;
  localparam integer CNT_DIGITS = $ceil($log10(CNT_MAX + 1));
  localparam integer BCD_CNT_BITS = CNT_DIGITS * 4;
  localparam [BCD_CNT_BITS-1:0] BCD_CNT_MAX = 'h17;
  wire [7:0] rx_data;
  wire rx_valid;
  reg [7:0] tx_data = 0;
  reg tx_valid = 0;
  reg tx_go = 0;
  reg rst_cnt = 0;
  reg inc_cnt = 0;
  reg [CNT_DIGITS-1:0][3:0] bcd_cnt = 0;
  reg [2:0] tx_chars = 0;
  reg [2:0] tx_cnt = 0;
  reg [CNT_DIGITS-1:0][7:0] tx_buf = 0;
  uart_rx #(.CLKS_PER_BIT(CLKS_PER_BIT)) uart_rx_inst (
    .clk(clk), 
    .rst(rst), 
    .i_rx_data(rx_phy), 
    .o_rx_valid(rx_valid), 
    .o_rx_busy(rx_busy), 
    .o_rx_data(rx_data));
  uart_tx #(.CLKS_PER_BIT(CLKS_PER_BIT)) uart_tx_inst (
    .clk(clk), 
    .rst(rst), 
    .i_tx_data(tx_data), 
    .i_tx_valid(tx_valid), 
    .o_tx_busy(tx_busy), 
    .o_tx_data(tx_phy));
  always @(posedge clk) begin
    if(rst) begin
      bcd_cnt <= 0;
    end else if (rst_cnt) begin
      bcd_cnt <= 1;
    end else if (inc_cnt) begin
      if(bcd_cnt == BCD_CNT_MAX) begin
        bcd_cnt <= 0;
      end else begin
        bcd_cnt[0] <= bcd_cnt[0] + 1;
        for (int i = 0; i < CNT_DIGITS - 1; i++) begin
          if(bcd_cnt[i] + 1 == 10) begin
            bcd_cnt[i+1] <= bcd_cnt[i+1] + 1;
            bcd_cnt[i] <= 0;
          end
        end
      end
    end
  end
  always @(posedge clk) begin
    tx_valid <= 0;
    tx_data <= 0;
    if(!tx_busy) begin
      if(tx_cnt == 0) begin
        tx_cnt <= tx_chars;
      end else begin
        tx_data <= tx_buf[tx_cnt - 1];
        tx_valid <= 1;
        tx_cnt <= tx_cnt - 1;
      end
    end
  end
  always @(posedge clk) begin
    if(rst) begin
      tx_buf <= 0;
      tx_chars <= 0;
    end else begin
      tx_chars <= 0;
      if(tx_go) begin
        tx_buf <= 0;
        if(rst_cnt || bcd_cnt == 0) begin
          tx_chars <= 1;
          tx_buf[0] <= "0";
        end else begin
          for (int i = 0; i < CNT_DIGITS; i++) begin
            tx_buf[i] <= "0" + bcd_cnt[i];
            if(bcd_cnt[i] != 0) begin
              tx_chars <= i + 1;
            end
          end
        end
      end
    end
  end
  always @(posedge clk) begin
    if(rst) begin
      rst_cnt <= 0;
      inc_cnt <= 0;
      tx_go <= 0;
    end else begin
      rst_cnt <= 0;
      inc_cnt <= 0;
      tx_go <= 0;
      if(rx_valid) begin
        if(rx_data == "r") begin
          tx_go <= 1;
          rst_cnt <= 1;
        end else if (rx_data == "n") begin
          tx_go <= 1;
          inc_cnt <= 1;
        end
      end
    end
  end
endmodule
module uart_tx
  #(parameter CLKS_PER_BIT = 2) (
    input wire clk,
    input wire rst,
    input wire [7:0] i_tx_data,
    input wire i_tx_valid,
    output reg o_tx_busy = 0,
    output reg o_tx_data = 1
  );
  localparam CNT_BITS = $clog2(CLKS_PER_BIT+1);
  typedef enum {IDLE, TX_START, TX_DATA, TX_STOP} state_t;
  state_t state = IDLE;
  reg [CNT_BITS-1:0] clk_cnt = 0;
  reg unsigned [2:0] tx_cnt = 0;
  reg [7:0] tx_data_reg = 0;
  always @(*) begin
    case(state)
      default : begin
        o_tx_data = 1;
        o_tx_busy = i_tx_valid;
      end
      TX_START : begin
        o_tx_data = 0;
        o_tx_busy = 1;
      end
      TX_DATA : begin
        o_tx_data = tx_data_reg[tx_cnt];
        o_tx_busy = 1;
      end
      TX_STOP : begin
        o_tx_data = 1;
        o_tx_busy = 1;
      end
    endcase
  end
  always_ff @(posedge clk) begin
    if(rst) begin
      state <= IDLE;
    end else begin
      case(state)
        default : begin
          state <= IDLE;
          if(i_tx_valid) begin
            tx_data_reg <= i_tx_data;
            clk_cnt <= CNT_BITS'(CLKS_PER_BIT-1);
            state <= TX_START;
          end
        end
        TX_START : begin
          if(clk_cnt == 0) begin
            clk_cnt <= CNT_BITS'(CLKS_PER_BIT-1);
            state <= TX_DATA;
            tx_cnt <= 0;
          end else begin
            clk_cnt <= clk_cnt - 1;
          end
        end
        TX_DATA : begin
          if(clk_cnt == 0) begin
            clk_cnt <= CNT_BITS'(CLKS_PER_BIT-1);
            if(tx_cnt == 7) begin
              state <= TX_STOP;
            end else begin
              tx_cnt <= tx_cnt + 1;
              state <= TX_DATA;
            end
          end else begin
            clk_cnt <= clk_cnt - 1;
          end
        end
        TX_STOP : begin
          if(clk_cnt == 0) begin
            state <= IDLE;
          end else begin
            clk_cnt <= clk_cnt - 1;
          end
        end
      endcase
    end
  end
endmodule
</file>
<file path="run.sh">
#!/bin/bash
# OpenROAD 26Q1-2900-gdf79404cd8, Yosys 0.63+post, stock flow scripts
make -C /OpenROAD-flow-scripts/flow DESIGN_CONFIG=/design/flow/config.mk WORK_HOME=/design/flow/orfs finish
</file>
==> job_summary.md <==
### Metrics collected by this job

| Metric | Value |
|---|---|
| Vias | between 2,000 and 3,000 |
| GR Util All Layers | 0.104 |
| Cts bufs inserted | 9 |
| H-tree lvl count | 3 |
| Ports | 13 |
| Final setup TNS | 0 ps |
| Final setup vio count | 0 |
| Antenna diodes | 0 |
| Number of global-route vias before repair | 2,573 |
| Max Cap Viol | 0 |
| Fin crit share | 0.517 |
| RSZ-0062 raised after global routing | false |
| Biggest regs | uart_top_inst.uart_rx_inst.clk_cnt: 11 flops, uart_top_inst.uart_tx_inst.clk_cnt: 11 flops, uart_top_inst.tx_buf: 10 flops |
| Resized cells post-CTS | 0 |
| Comb. cell area | 0.00192 mm^2 |
| Ys Warns | 6 |
| Die span in x | 119 um |
| DR DRC count | 0 |
| Largest net degree at the start of global routing | 28 |
| Flip-flop and latch area | 0.00202 mm^2 |
| Reg clk slew, reported paths | approximately 60 ps |
| Endpoints failing hold | 0 |
| Sink Count | 79 |
| Final Worst Setup Slack | 2990 ps |
| Fin util | 0.349 |
| Via density | 4.65 |
| Maximum clock path buffer count | 2 |
| Chip area | 0.0141 mm^2 |
| Core ar. | 0.0132 mm^2 |
| Initial DRC Count | 211 |
| Slew headroom | 0.467 |
| PwrDens | 385 mW/mm^2 |
| Hold_buf cts | 0 |
| Floorplan Utilization | 0.308 |
| Final std cells w/o fill | about 600 |
| Hold Worst Slack | 407 ps |
| Grt ovf | 0 |
| Share of layout cells above drive strength 1 | 0.0827 |
| CTS tree | yes |
| Least-Margin Pin Slew | about 800 ps |
| Ys flop type | edfxtp_1 |
| Antenna violations before repair | 0 |
| Synth top cells by count | nor2_1, edfxtp_1, dfxtp_1 |
| DP Cell Count | 571 |
| CP Class | reg -> out |
| Antenna Nets Post-Route | 0 |
| CP arrival | a little under 2000 ps |
| Post-CTS setup buffer count | 0 |
| Placed wire-length estimate | 4750 um |
| Pwr Total | 1.78 mW |
| FFs w/ async S/R, synth | 0 |
| CP required | approximately 5000 ps |
| Synth top cell by count | nor2_1 |
| Mapped Avg Cell Area | ~10 um^2 |
| Min-delay worst type | reg -> reg |
| Die H | 119 um |
| Post-route cell area | 0.00462 mm^2 |
| Row count | 42 |
| Post-Syn Area | 0.00409 mm^2 |
| Global-route wire length before repair | ~12,000 um |
| Routed wire length | 6760 um |
| Dpl cell area | 0.00432 mm^2 |
| Clock skew | 6.73 ps |
| RD Place Congestion | ~0.84 |
| Area leader share | 0.323 |
| Achievable frequency | 312 MHz |
| OpenROAD warnings | 47 |
| Synthesis area per yosys | about 0.004 mm^2 |
| Dpl ws | 3030 ps |
| Synth Instances | approximately 400 |
| Final-report max-slew violation count | 0 |
| Period minus WS final | 3210 ps |
| Seq share, synth | 0.495 |
| Input/output buffers | 5 |
| Fillers | about 1,300 |
| Number of enable flip-flop cells | roughly 44 |
| P&R area growth vs syn | 13.2% |
| Post-synth top area cell | edfxtp_1 |
| Worst setup EP type | output port |
| Synth unique cells | ~47 |
| Routed len/inst | 11.5 um |
| Post-synth regs | 79 |
| DR pass1 iterations | 4 |
| Outcome | finished, final reports clean |
| CP Max Fanout | 7 |
| Clock latency on the worst-skew pair | 330 ps |
| P_leak | 1.66 nW |
| VDD IR max | about 0.15 mV |
| Yosys cell count | 399 |
| CP startpoint kind | register |
| Top cells by area | edfxtp_1, dfxtp_1, ha_1, nor2_1, mux2i_1 |
| Root buffer cell | clkbuf_16 |
## critical path, stage by stage, from the launching register on
cell and delay, ps:
dfxtp_1 330, inv_1 100, ha_1 230, inv_1 80, nor2_1 410, inv_1 80, clkdlybuf4s50_1 410
## layout make-up
| class | instances | share of cell area |
|---|---|---|
| Clock inverter | 7 | 0.0170 |
| Timing Repair Buffer | 9 | 0.0173 |
| Sequential cell | 79 | 0.437 |
| Clock buffer | 9 | 0.0487 |
| Inverter | 22 | 0.0179 |
| Multi-Input combinational cell | 285 | 0.414 |
| Tap cell | 176 | 0.0476 |
## where the power goes
| part | internal, mW | total, mW | switching (mW) |
|---|---|---|---|
| clock network | 0.317 | 0.530 | 0.213 |
| logic | 0.211 | 0.484 | 0.273 |
| registers | 0.686 | 0.766 | 0.0804 |
| total | 1.21 | 1.78 | 0.567 |
## per-layer routing
| layer | wire [um] | part of all wire | GRT usage |
|---|---|---|---|
| met1 | 3290 | 0.49 | 0.157 |
| met2 | 3130 | 0.46 | 0.162 |
| met3 | 280 | 0.041 | 0.0261 |
| met4 | 64 | 0.0095 | 0.00949 |
| met5 | 0 | 0 | 0 |
## cell usage in the layout (no fill, tap or decap), types with 3 or more instances in the layout
cell	netlist	layout
nand3b_1	3	3
edfxtp_1	44	44
xor2_1	13	13
a21oi_1	15	15
nor2_1	53	53
and2_1	7	7
nor2b_1	7	7
nor4_1	3	3
buf_4	4	4
nand2_1	31	31
nor4_2	3	3
a31oi_1	5	5
a22oi_1	4	4
inv_6	0	3
o21ai_0	12	12
nor3b_1	6	6
mux2_2	5	5
a2bb2oi_1	4	4
clkdlybuf4s50_1	0	5
mux2i_1	13	13
nand4_1	4	4
inv_1	21	21
or2_2	4	4
nor3_1	14	14
nand3_1	12	12
a211oi_1	4	4
ha_1	28	28
xnor2_1	8	8
dfxtp_1	35	35
and3_1	3	3
o21bai_1	3	3
clkbuf_16	0	9
## final timing paths
path	startpoint	to	slack, ps	cells past startpoint
max	uart_top_inst.uart_tx_inst.state[0]	led[1]	2990	6
min	uart_top_inst.tx_data[1]	uart_top_inst.uart_tx_inst.tx_data_reg[1]	410	0
max reg2reg	uart_top_inst.uart_rx_inst.clk_cnt[7]	uart_top_inst.uart_rx_inst.rx_cnt[1]	3830	4
min reg2reg	uart_top_inst.tx_data[1]	uart_top_inst.uart_tx_inst.tx_data_reg[1]	410	0
## cell families after synthesis
logic type               after synthesis  synth area share
other                                  1          0.000918
AND/OR/NAND/NOR                      161             0.201
buffers and inverters                 36            0.0371
XOR/XNOR                              21            0.0450
flip-flops                            79             0.495
adder cells (fa/ha/maj)               28            0.0858
AND-OR/OR-AND                         54            0.0845
multiplexers                          19            0.0511
No activity file was given, so power comes from the tool's default toggle rates.
